===== flow/config.mk =====
export PLATFORM = sky130hd
export DESIGN_NAME = lfsr
export DESIGN_NICKNAME = lfsr
export VERILOG_FILES = /design/flow/design.v
export SDC_FILE = /design/flow/constraint.sdc
export NUM_CORES = 4
export LEC_CHECK = 1
export CORE_AREA = 10 10 80 80
export DIE_AREA = 0 0 90 90

===== flow/constraint.sdc =====
current_design lfsr

set clk_period 1.1
set clk_io_pct 0.2

create_clock -name clk0 -period $clk_period [get_ports {clk}]

set non_clock_inputs [all_inputs -no_clocks]
set_input_delay [expr $clk_period * $clk_io_pct] -clock clk0 $non_clock_inputs
set_output_delay [expr $clk_period * $clk_io_pct] -clock clk0 [all_outputs]

===== flow/design.v =====
module lfsr(clk, rst, in, out);
    parameter WIDTH  = 16;
    parameter POLY   = 16'h8005;
    parameter INIT   = 0;
    parameter DIRECT = 0;
    input clk, rst, in;
    output reg [0 : WIDTH-1] out = INIT;
    always @(posedge clk or posedge rst)
    if (rst)         out = INIT;
    else if (DIRECT) out = (out << 1) ^ ((in ^ out[0]) ? POLY : 0);
    else             out = (in | out << 1) ^ (out[0] ? POLY : 0);
endmodule

===== flow/run.sh =====
#!/bin/bash
# OpenROAD 26Q1-2900-gdf79404cd8, Yosys 0.63+post, stock flow scripts
make -C /OpenROAD-flow-scripts/flow DESIGN_CONFIG=/design/flow/config.mk WORK_HOME=/design/flow/orfs finish

==> Slide: Implementation Results <==
Physical Implementation Snapshot

Yosys
  • Number of synthesis warnings: 1
  • Count of library flops with an enable pin: 0
  • Cell total in the yosys stat output: 20
  • Top cell type's share of synthesized area: 0.930
  • Synth Seq Share: 0.930
  • Unique cell types: 3
  • Top cells by instance count after synthesis: sky130_fd_sc_hd__dfrtp_1 (16), sky130_fd_sc_hd__xor2_1 (3), sky130_fd_sc_hd__inv_1 (1)
  • Post-synthesis chip area from yosys: 430 µm²
  • Synthesized area per cell: about 22 µm²
  • Count leader, synth: sky130_fd_sc_hd__dfrtp_1
  • Mapped cell area: approximately 430 µm²
  • Synth area leaders: sky130_fd_sc_hd__dfrtp_1 (93%), sky130_fd_sc_hd__xor2_1 (6.1%), sky130_fd_sc_hd__inv_1 (0.87%)
  • FFs w/ async S/R, synth: 1.00
  • Synth Flop Type: sky130_fd_sc_hd__dfrtp_1
  • Yosys top cell by area: sky130_fd_sc_hd__dfrtp_1
  • Number of flip-flops and latches in the synthesized netlist: 16
  • Number of instances in the synthesized netlist: 20

Clock tree
  • CTS hold repair buffers: 0
  • Root buffer cell: sky130_fd_sc_hd__clkbuf_8
  • H-Tree Level Count: 1
  • Maximum clock insertion buffer count: 2
  • Number of clock sinks seen by CTS: 16
  • Clock input transition at the sequential cells of the worst setup and hold paths: ~60 ps
  • Insertion delay at the late pin of the worst-skew pair: ~240 ps
  • Number of buffers created by CTS: 3
  • Clock tree from TritonCTS: built

Final layout
  • Flip-flop count of the largest register, all copies and words added: 16
  • Fillers: a little over 500
  • Layout Cell Area excl Fill: approximately 860 µm²
  • Synthesis-to-layout area growth: 99.7%
  • Layout cells sized above 1: 0.333

GRT
  • Wire length of the first global-routing pass: 1790 µm
  • Largest net degree at the start of global routing: 11
  • Overall Global Routing Usage: 0.0287
  • GRT Residual Overflow: 0
  • Antenna violations before repair: 0
  • Via count of the first global-routing pass: ~330

Setup path
  • Critical path class: flop to output pin
  • Crit end category: output pin
  • Worst path buffer plus inverter count: 1
  • Chain of cells forming the critical path: dlygate4sd2_1
  • Critical Path Source Type: flop
  • CP max-delay cell: sky130_fd_sc_hd__dfrtp_1
  • Delay contributed by the slowest stage of the critical path: approximately 380 ps
  • Endpoint required time on the critical path: 880 ps
  • Dominant delay contributor by cell family on the critical path: flip-flops
  • Critical Path Fanout Max: 2
  • Critical path arrival: 860 ps

Die
  • I/O pin count: 19
  • Die boundary height: around 90 µm
  • Area of the die: about 8000 µm²
  • Core Density at Floorplan: 0.0911
  • Site row count: 25
  • Horizontal die dimension: around 90 µm
  • Core Region: roughly 4700 µm²

STA
  • Worst-case headroom to the max-slew limit: 0.890
  • Final setup violation count: 0
  • Fmax: 928 MHz
  • Total count of hold-check failures in the final report: 0
  • Worst-margin pin slew: 164 ps
  • Post-route fraction of the period consumed by the critical path: 0.980
  • Final slew viol count: 0
  • Final min period: 1080 ps
  • Layout Skew: roughly 0.55 ps
  • Worst hold margin: between 200 and 300 ps

Route
  • Vias after detailed routing: 293
  • Number of design rule violations left after detail routing: 0
  • Average via count per standard cell: around 2.4
  • Starting DRC count in detailed routing: 3
  • Routed WL per cell: roughly 9.2 µm
  • Antenna diode count: 0
  • Final antenna-violating net count: 0
  • Pre-Repair DR Iteration Count: 2
  • Post-detailed-routing wire length: 1140 µm

Job
  • Log Warnings: 25
  • Number of max-cap violations: 0

Run status
  • Run status: finished clean

Hold path
  • Type of the worst min-delay path: input port to asynchronous set/reset pin

Power
  • Static Leakage: ~0.39 nW
  • Pwr per Cell Area: 2810 nW/µm²
  • Worst vdd ir: between 700 and 800 µV

Placement
  • Total placed instance area: 717 µm²
  • Buffers on Ports: 18
  • Weighted congestion reported at the end of routability-driven placement: between 0.6 and 0.7
  • Final HPWL from detailed placement: slightly above 800 µm
[final timing paths]
check                                      start                end  slack, ps  depth (start not counted)
worst max-delay path            out[1]$_DFF_PP0_             out[1]         20                          1
worst min-delay path                         rst   out[2]$_DFF_PP0_        280                          3
worst max register to register  out[0]$_DFF_PP0_  out[13]$_DFF_PP0_        170                          3
worst min register to register  out[7]$_DFF_PP0_   out[6]$_DFF_PP0_        370                          0
max in group asynchronous                    rst  out[12]$_DFF_PP0_        650                          3
min in group clk0               out[7]$_DFF_PP0_   out[6]$_DFF_PP0_        370                          0
[timing repair]
item,4_1_cts,5_1_grt
gates resized,19,11
pin swaps,0,0
endpoints found under the setup margin,16,13
gates cloned,0,0
hold endpoints to repair,0,0
buffers inserted,8,4
[power by group]
part	internal, W	total [W]	switching (W)
Sequential	0.000894	0.00104	0.000145
Combinational	0.000664	0.000860	0.000196
Clock	0.000317	0.000513	0.000196
Total	0.00188	0.00241	0.000537
[per-stage QoR]
step / util / TNS (ps) / setup WS, ps / cells / total power (W)
2_1_floorplan: - / 0 / 425 / 20 / 0.00103
3_3_place_gp: 0.152 / 0 / 9.25 / 108 / 0.00178
3_5_place_dp: 0.152 / 0 / 31.7 / 108 / 0.00176
4_1_cts: 0.173 / 0 / 0.332 / 120 / 0.00230
5_1_grt: 0.182 / -19.8 / -12.6 / 124 / 0.00261
6_report: 0.182 / 0 / 22.1 / 124 / 0.00241
[layout by cell type, fill, tap and decap left out]
master / count
sky130_fd_sc_hd__buf_4: 15
sky130_fd_sc_hd__clkbuf_8: 4
sky130_fd_sc_hd__clkdlybuf4s15_1: 14
sky130_fd_sc_hd__clkdlybuf4s50_1: 2
sky130_fd_sc_hd__dfrtp_1: 16
sky130_fd_sc_hd__dlygate4sd2_1: 2
sky130_fd_sc_hd__inv_1: 1
sky130_fd_sc_hd__xor2_1: 3
[area by class of cell]
| class | count | area, µm² | share of cell area |
|---|---|---|---|
| Sequential cell | 16 | 400 | 0.466 |
| Timing Repair Buffer | 33 | 290 | 0.338 |
| Tap cell | 67 | 83.8 | 0.0975 |
| Clock buffer | 4 | 55.1 | 0.0640 |
| Multi-Input combinational cell | 3 | 26.3 | 0.0306 |
| Inverter | 1 | 3.75 | 0.00437 |
[kinds of logic after synthesis]
| kind of cell | Yosys count | share of synthesized area |
|---|---|---|
| flip-flops | 16 | 0.930 |
| XOR/XNOR | 3 | 0.0611 |
| buffers and inverters | 1 | 0.00871 |
[metal layers]
layer	track usage	routed length (µm)	vias to the layer above
li1	-	-	136
met1	0.0378	514	141
met2	0.0393	477	16
met3	0.0201	146	0
met4	0.00133	0	0
met5	0	0	-
Power is estimated from default activity; no workload was simulated.
